==> design/flow/design.v <==
`timescale 1ns / 1ps
module axis_ft245 #(
    parameter WR_SETUP_CYCLES = 3,
    parameter WR_PULSE_CYCLES = 7,
    parameter RD_PULSE_CYCLES = 8,
    parameter RD_WAIT_CYCLES = 5
)
(
    input wire clk,
    input wire rst,
    input  wire [7:0]  ft245_d_in,
    output wire [7:0]  ft245_d_out,
    output wire        ft245_d_oe,
    output wire        ft245_rd_n,
    output wire        ft245_wr_n,
    input  wire        ft245_rxf_n,
    input  wire        ft245_txe_n,
    output wire        ft245_siwu_n,
    input  wire [7:0]  input_axis_tdata,
    input  wire        input_axis_tvalid,
    output wire        input_axis_tready,
    output wire [7:0]  output_axis_tdata,
    output wire        output_axis_tvalid,
    input  wire        output_axis_tready
);
localparam [1:0]
    STATE_IDLE = 2'd0,
    STATE_WRITE = 2'd1,
    STATE_READ = 2'd2;
reg [1:0] state_reg = STATE_IDLE, state_next;
reg [7:0] count_reg = 8'd0, count_next;
reg [7:0] ft245_d_in_reg = 8'd0;
reg [7:0] ft245_d_out_reg = 8'd0, ft245_d_out_next;
reg ft245_d_oe_reg = 1'b0, ft245_d_oe_next;
reg ft245_rd_n_reg = 1'b1, ft245_rd_n_next;
reg ft245_wr_n_reg = 1'b1, ft245_wr_n_next;
reg ft245_rxf_n_reg = 1'b1;
reg ft245_txe_n_reg = 1'b1;
reg ft245_siwu_n_reg = 1'b1, ft245_siwu_n_next;
reg input_axis_tready_reg = 1'b0, input_axis_tready_next;
reg [7:0] output_axis_tdata_int;
reg       output_axis_tvalid_int;
reg       output_axis_tready_int_reg = 1'b0;
reg       output_axis_tlast_int;
reg       output_axis_tuser_int;
wire      output_axis_tready_int_early;
assign ft245_d_out = ft245_d_out_reg;
assign ft245_d_oe = ft245_d_oe_reg;
assign ft245_rd_n = ft245_rd_n_reg;
assign ft245_wr_n = ft245_wr_n_reg;
assign ft245_siwu_n = ft245_siwu_n_reg;
assign input_axis_tready = input_axis_tready_reg;
always @* begin
    state_next = STATE_IDLE;
    count_next = count_reg;
    ft245_d_out_next = ft245_d_out_reg;
    ft245_d_oe_next = ft245_d_oe_reg;
    ft245_rd_n_next = ft245_rd_n_reg;
    ft245_wr_n_next = ft245_wr_n_reg;
    ft245_siwu_n_next = ft245_siwu_n_reg;
    input_axis_tready_next = 1'b0;
    output_axis_tdata_int = 8'd0;
    output_axis_tvalid_int = 1'b0;
    output_axis_tlast_int = 1'b0;
    output_axis_tuser_int = 1'b0;
    if (count_reg > 0) begin
        count_next = count_reg - 8'd1;
        state_next = state_reg;
    end else begin
        case (state_reg)
            STATE_IDLE: begin
                ft245_d_oe_next = 1'b0;
                ft245_wr_n_next = 1'b1;
                ft245_rd_n_next = 1'b1;
                if (input_axis_tvalid && !ft245_txe_n_reg) begin
                    input_axis_tready_next = 1'b1;
                    ft245_d_out_next = input_axis_tdata;
                    ft245_d_oe_next = 1'b1;
                    count_next = WR_SETUP_CYCLES-1;
                    state_next = STATE_WRITE;
                end else if (output_axis_tready_int_early && !ft245_rxf_n_reg) begin
                    ft245_rd_n_next = 1'b0;
                    count_next = RD_PULSE_CYCLES-1;
                    state_next = STATE_READ;
                end else begin
                    state_next = STATE_IDLE;
                end
            end
            STATE_WRITE: begin
                ft245_wr_n_next = 1'b0;
                count_next = WR_PULSE_CYCLES-1;
                state_next = STATE_IDLE;
            end
            STATE_READ: begin
                output_axis_tdata_int = ft245_d_in_reg;
                output_axis_tvalid_int = 1'b1;
                ft245_rd_n_next = 1'b1;
                count_next = RD_WAIT_CYCLES-1;
                state_next = STATE_IDLE;
            end
        endcase
    end
end
always @(posedge clk) begin
    if (rst) begin
        state_reg <= STATE_IDLE;
        count_reg <= 8'd0;
        ft245_d_out_reg <= 8'd0;
        ft245_d_oe_reg <= 1'b0;
        ft245_rd_n_reg <= 1'b1;
        ft245_wr_n_reg <= 1'b1;
        ft245_siwu_n_reg <= 1'b1;
        input_axis_tready_reg <= 1'b0;
    end else begin
        state_reg <= state_next;
        count_reg <= count_next;
        ft245_d_out_reg <= ft245_d_out_next;
        ft245_d_oe_reg <= ft245_d_oe_next;
        ft245_rd_n_reg <= ft245_rd_n_next;
        ft245_wr_n_reg <= ft245_wr_n_next;
        ft245_siwu_n_reg <= ft245_siwu_n_next;
        input_axis_tready_reg <= input_axis_tready_next;
    end
    ft245_d_in_reg <= ft245_d_in;
    ft245_rxf_n_reg <= ft245_rxf_n;
    ft245_txe_n_reg <= ft245_txe_n;
end
reg [7:0] output_axis_tdata_reg = 8'd0;
reg       output_axis_tvalid_reg = 1'b0, output_axis_tvalid_next;
reg       output_axis_tlast_reg = 1'b0;
reg       output_axis_tuser_reg = 1'b0;
reg [7:0] temp_axis_tdata_reg = 8'd0;
reg       temp_axis_tvalid_reg = 1'b0, temp_axis_tvalid_next;
reg       temp_axis_tlast_reg = 1'b0;
reg       temp_axis_tuser_reg = 1'b0;
reg store_axis_int_to_output;
reg store_axis_int_to_temp;
reg store_axis_temp_to_output;
assign output_axis_tdata = output_axis_tdata_reg;
assign output_axis_tvalid = output_axis_tvalid_reg;
assign output_axis_tlast = output_axis_tlast_reg;
assign output_axis_tuser = output_axis_tuser_reg;
assign output_axis_tready_int_early = output_axis_tready | (~temp_axis_tvalid_reg & (~output_axis_tvalid_reg | ~output_axis_tvalid_int));
always @* begin
    output_axis_tvalid_next = output_axis_tvalid_reg;
    temp_axis_tvalid_next = temp_axis_tvalid_reg;
    store_axis_int_to_output = 1'b0;
    store_axis_int_to_temp = 1'b0;
    store_axis_temp_to_output = 1'b0;
    if (output_axis_tready_int_reg) begin
        if (output_axis_tready | ~output_axis_tvalid_reg) begin
            output_axis_tvalid_next = output_axis_tvalid_int;
            store_axis_int_to_output = 1'b1;
        end else begin
            temp_axis_tvalid_next = output_axis_tvalid_int;
            store_axis_int_to_temp = 1'b1;
        end
    end else if (output_axis_tready) begin
        output_axis_tvalid_next = temp_axis_tvalid_reg;
        temp_axis_tvalid_next = 1'b0;
        store_axis_temp_to_output = 1'b1;
    end
end
always @(posedge clk) begin
    if (rst) begin
        output_axis_tvalid_reg <= 1'b0;
        output_axis_tready_int_reg <= 1'b0;
        temp_axis_tvalid_reg <= 1'b0;
    end else begin
        output_axis_tvalid_reg <= output_axis_tvalid_next;
        output_axis_tready_int_reg <= output_axis_tready_int_early;
        temp_axis_tvalid_reg <= temp_axis_tvalid_next;
    end
    if (store_axis_int_to_output) begin
        output_axis_tdata_reg <= output_axis_tdata_int;
        output_axis_tlast_reg <= output_axis_tlast_int;
        output_axis_tuser_reg <= output_axis_tuser_int;
    end else if (store_axis_temp_to_output) begin
        output_axis_tdata_reg <= temp_axis_tdata_reg;
        output_axis_tlast_reg <= temp_axis_tlast_reg;
        output_axis_tuser_reg <= temp_axis_tuser_reg;
    end
    if (store_axis_int_to_temp) begin
        temp_axis_tdata_reg <= output_axis_tdata_int;
        temp_axis_tlast_reg <= output_axis_tlast_int;
        temp_axis_tuser_reg <= output_axis_tuser_int;
    end
end
endmodule
==> design/flow/run.sh <==
#!/bin/bash
# OpenROAD 26Q1-2900-gdf79404cd8, Yosys 0.63+post, stock flow scripts
make -C /OpenROAD-flow-scripts/flow DESIGN_CONFIG=/design/flow/config.mk WORK_HOME=/design/flow/orfs finish
==> design/flow/config.mk <==
export PLATFORM = sky130hd
export DESIGN_NAME = axis_ft245
export DESIGN_NICKNAME = axis_ft245
export VERILOG_FILES = /design/flow/design.v
export SDC_FILE = /design/flow/constraint.sdc
export NUM_CORES = 4
export LEC_CHECK = 1
export CORE_UTILIZATION = 40
==> design/flow/constraint.sdc <==
current_design axis_ft245

set clk_period 4.2
set clk_io_pct 0.2

create_clock -name clk0 -period $clk_period [get_ports {clk}]

set non_clock_inputs [all_inputs -no_clocks]
set_input_delay [expr $clk_period * $clk_io_pct] -clock clk0 $non_clock_inputs
set_output_delay [expr $clk_period * $clk_io_pct] -clock clk0 [all_outputs]
==> CHANGELOG.md <==
## Flow update

* Status: finished clean
* Slew headroom at 43.45%
* Post-detail-place hpwl at 2.465 mm
* Clock transition at path regs at 0.08 ns
* Reg2reg start: count_reg[0]$_SDFFE_PP0P_
* Ys flop type: dfxtp_1
* Flops & latches, synth at 51
* First-pass GRT wire length at 5.823 mm
* Top post-synthesis cells by count: dfxtp_1 (35), nor2_1 (17), edfxtp_1 (16), nand2_1 (11), mux2i_1 (10)
* Inst Count DP at 278
* Pin count of the biggest net entering global routing at 27
* CTS tree: yes
* Detailed Route WL at 3.536 mm
* H-tree Lvls at 2
* Detailed-route wire length per cell at 12.36 um
* Worst reg2reg setup slack at 2.04 ns
* LEAKAGE at 1.008 nW
* Post-CTS setup buffer count at 0
* Routed Antenna Nets at 0
* Critical Path Start Type: input port
* Root Buffer: clkbuf_8
* Maxcap violations at 0
* # fillers at 423
* Worst r2r dst: ft245_d_out_reg[0]$_SDFFE_PP0P_
* Die height at 72.75 um
* Antenna diodes at 0
* Share of cells above drive strength 1 at 8.676%
* Kind of critical path: in -> reg
* Clock Latency Late Sink at 0.29 ns
* Worst vdd ir at 216.2 uV
* CP max stage cell: nand4_1
* Gates resized, CTS repair at 0
* DP Area at 0.002485 mm^2
* Residual DRC at 0
* Tmin final at 2.362 ns
* Final std cells w/o fill at 286
* Final period util at 56.24%
* Routed vias at 1388
* Yosys stat area at 0.002002 mm^2
* Critical Path Max Stage Delay at 0.60 ns
* Cell count in the Yosys report at 174
* 1st-iter DRT viols at 66
* CP delay by family, top: simple AND/OR/NAND/NOR gates
* Worst reg-to-reg path cell count at 6
* Area Growth Syn to Fin at 28.63%
* Setup Viol. Count Final at 0
* Synth area leaders: dfxtp_1 (35%), edfxtp_1 (24%), mux2i_1 (5.0%)
* Routability cong. at 0.7899
* Die W at 72.75 um
* FP Core Util at 42.11%
* Crit path DRT at 4.38 ns
* Hold Crit Start: ft245_d_oe_reg$_SDFFE_PP0P_
* Syn Std Cell Area at 0.002002 mm^2
* Total grt overflow at 0
* WHS Path Cells at 2
* Clock skew at 0.004901 ns
* TritonCTS Buffers at 5
* CTS Buffer Depth at 2
* Max Transition Viols Final at 0
* Arrival @ worst endpoint at 2.54 ns
* Fmax at 0.4234 GHz
* TNS Setup at 0 ns
* Avg Inst Size Synth at 11.51 um^2
* IO buf count at 42
* Antenna violations before repair at 0
* Slew @ Worst Pin at 0.8466 ns
* Critical Path, Cell by Cell: clkdlybuf4s50_1 -> nor2b_1 -> nand4_1 -> mux2i_1 -> nor2_1
* Tool warnings at 28
* Most frequent cell after synthesis: dfxtp_1
* Final Hold Viols at 0
* Row count at 25
* Worst path bufs/invs at 1
* Drt via density at 4.853
* Synth cell types at 40
* GRT Overall Usage at 14.78%
* Core ar. at 0.004755 mm^2
* Setup crit end kind: flop
* Ys Warns at 3
* Fin area at 0.002575 mm^2
* Post-synth EDFFs at 16
* PwrDens at 507.8 mW/mm^2
* Top fanout value on the critical path at 12
* RSZ-0062 raised after global routing: false
* Asr flop ratio synth at 0%
* First-pass DRT Iterations at 4
* I/O pins at 44
* Post-synth top area cell: dfxtp_1
* Cts hold-fix bufs at 0
* DIE AREA at 0.005292 mm^2
* Worst hold endpoint: ft245_d_oe_reg$_SDFFE_PP0P_
* # clock sinks at 51
* Worst min path class: reg -> reg
* Number of global-route vias before repair at 1304
* Seq/Total Area, Yosys at 59.00%
* Top cell area share at 35.00%
* Synth Instances at 174
## through the flow
step | utilization [%] | setup slack (ns) | total power, mW | hold WS (ns)
floorplan | - | 2.349 | 0.9189 | 0.4218
global placement | 52.26 | 1.587 | 1.035 | 0.4544
detailed placement | 52.26 | 1.518 | 1.042 | 0.4538
CTS | 54.16 | 1.848 | 1.324 | 0.4760
global route | 54.16 | 1.679 | 1.398 | 0.5036
finish | 54.16 | 1.838 | 1.308 | 0.4687
## worst reg2reg max path, delay by kind of cell (launching register included)
kind | cells | cell delay, ns
AND/OR/NAND/NOR | 3 | 1.09
adder cells (fa/ha/maj) | 1 | 0.15
buffers and inverters | 1 | 0.12
multiplexers | 1 | 0.36
flip-flops | 1 | 0.33
## logic make-up after synthesis
family	count (synthesis)	share of synthesized area (%)
AND/OR/NAND/NOR	64	16.88
other	1	0.1873
buffers and inverters	12	2.563
flip-flops	51	59.00
AND-OR/OR-AND	19	7.000
adder cells (fa/ha/maj)	5	3.125
multiplexers	18	9.500
XOR/XNOR	4	1.750
## where the power goes
| part | switching [mW] | internal (mW) | total (mW) |
|---|---|---|---|
| Clock | 0.145 | 0.132 | 0.277 |
| Combinational | 0.205 | 0.194 | 0.399 |
| Sequential | 0.0573 | 0.574 | 0.632 |
| Total | 0.407 | 0.900 | 1.31 |
## metal layers
metal  up-vias  GRT usage, %  part of all wire (%)
li1        696             -                     -
met1       635         23.13                    50
met2        49         22.01                    42
met3         8         3.641                   6.5
met4         0         3.050                   1.7
met5         -             0                     0
## worst max path at each step
stage | to | depth (start not counted) | startpoint
4_1_cts | ft245_d_out_reg[1]$_SDFFE_PP0P_ | 5 | input_axis_tvalid
6_report | ft245_d_out_reg[0]$_SDFFE_PP0P_ | 5 | input_axis_tvalid
5_1_grt | ft245_d_out_reg[2]$_SDFFE_PP0P_ | 5 | input_axis_tvalid
## final cells by class
cell class | count | area, um^2 | share of cell area (%)
timing repair buffer | 43 | 427.9 | 16.62
inverter | 6 | 22.52 | 0.8746
tap | 67 | 83.83 | 3.256
clock buffer | 7 | 86.33 | 3.353
multi-input combinational | 111 | 769.5 | 29.88
clock inverter | 1 | 3.754 | 0.1458
sequential | 51 | 1181 | 45.87
## cells in the final DEF (no fill, tap or decap), types with 2 or more instances in the layout
master and count:
mux2i_1 10, o21bai_1 2, xor2_1 3, clkbuf_8 6, nand3_1 7, a21oi_1 6
nand2_1 11, inv_1 6, and2_1 8, nor2_1 17, nand2b_1 4, or3_1 2
and3_1 2, nor3_1 6, ha_1 5, edfxtp_1 16, clkdlybuf4s50_1 42, dfxtp_1 35
mux2_2 8
Power is estimated from default activity; no workload was simulated.
